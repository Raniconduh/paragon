**flow/design.v**
```verilog
package attrs;
	localparam int N_CORES = 12;
	localparam int CORE_ID_WIDTH = $clog2(N_CORES);
	localparam int CORE_WORD_WIDTH = 24;
	localparam int IR_WIDTH = 16;
	localparam int OPCODE_WIDTH = 4;
	localparam int N_REGS = 16;
	localparam int REG_ADDR_WIDTH = $clog2(N_REGS);
	localparam int ALU_OP_WIDTH = 3;
	localparam int ROM_DEPTH = 2048;
	localparam int ROM_ADDR_WIDTH = $clog2(ROM_DEPTH);
	localparam int VRAM_WIDTH = 8;
	localparam int VRAM_DEPTH = 320 * 240;
	localparam int VRAM_ADDR_WIDTH = $clog2(VRAM_DEPTH);
	localparam int FB_WIDTH = 64;
	localparam int FB_DEPTH = VRAM_DEPTH * VRAM_WIDTH / FB_WIDTH;
	localparam int FB_ADDR_WIDTH = $clog2(FB_DEPTH);
	typedef logic[CORE_ID_WIDTH-1:0] core_id_t;
	typedef logic[CORE_WORD_WIDTH-1:0] core_word_t;
	typedef logic[REG_ADDR_WIDTH-1:0] reg_addr_t;
	typedef logic[IR_WIDTH-1:0] ir_word_t;
	typedef logic[ROM_ADDR_WIDTH-1:0] rom_addr_t;
	typedef logic[VRAM_WIDTH-1:0] vram_word_t;
	typedef logic[VRAM_ADDR_WIDTH-1:0] vram_addr_t;
	typedef logic[FB_WIDTH-1:0] fb_word_t;
	typedef logic[FB_ADDR_WIDTH-1:0] fb_addr_t;
endpackage
module register #(
	parameter int WIDTH = 8
)(
	input logic clk, rst,
	input logic w,
	input logic [WIDTH-1:0] d,
	output logic [WIDTH-1:0] q
);
	always_ff @(posedge clk) begin
		if (rst) q <= 0;
		else if (w) q <= d;
	end
endmodule
```
**flow/run.sh**
```bash
#!/bin/bash
# OpenROAD 26Q1-2900-gdf79404cd8, Yosys 0.63+post, stock flow scripts
make -C /OpenROAD-flow-scripts/flow DESIGN_CONFIG=/design/flow/config.mk WORK_HOME=/design/flow/orfs finish
```
**flow/config.mk**
```make
export PLATFORM = sky130hd
export DESIGN_NAME = register
export DESIGN_NICKNAME = register
export VERILOG_FILES = /design/flow/design.v
export SDC_FILE = /design/flow/constraint.sdc
export NUM_CORES = 4
export LEC_CHECK = 1
export CORE_AREA = 10 10 70 70
export DIE_AREA = 0 0 80 80
```
**flow/constraint.sdc**
```tcl
current_design register

set clk_period 1.0
set clk_io_pct 0.2

create_clock -name clk0 -period $clk_period [get_ports {clk}]

set non_clock_inputs [all_inputs -no_clocks]
set_input_delay [expr $clk_period * $clk_io_pct] -clock clk0 $non_clock_inputs
set_output_delay [expr $clk_period * $clk_io_pct] -clock clk0 [all_outputs]
```
==> metrics.cfg <==
[final_timing]
fin_crit_ns = 0.937
period_used_pct = 93.7
hold_viol_final = 0
drv_slew = 0
slew-limit-headroom_pct = 79.7
rsz0062_at_grt = no
setup_violations = 0
tightest_slew_ns = 0.303
clock.fmax_mhz = 1070
fin_ws_ns = 0.0631
fin_worst_skew_ns = 0

[run_status]
status = finished, final reports clean

[floorplan]
die_w_um = 80
num_rows = 21
fp_util_pct = 8.35
die_y_um = 80
boundaryPins = 19
fp.coreArea_um2 = 3420
die_area_um2 = 6400

[logic_synthesis]
postSynthCellCount = 26
topCellsByArea = dfxtp_1, mux2i_1, nor2_1
postSynthSeqShare_pct = 56.1
synth_area_um2 = 285
ys_warn_count = 1
ys_types = 5
synth_chip_area_um2 = 285
top_area_cell = dfxtp_1
avgSynthCellArea_um2 = 11.0
synth_top_area_share_pct = 56.1
numSynthFlops = 8
ys_cells = 26

[global_routing]
grt_usage_pct = 2.60
grt_pass1_wl_mm = 1.32
grt_max_degree = 9
grt_pass1_vias = 295
grt-ovfl-total = 0
antenna_found_initial = 0

[worst_hold_path]
hp-class = primary input to flip-flop
min_path_cells = 4
min_from = w
hold_end = q[5]$_SDFFE_PP0P_

[cts]
cts_hold_buf = 0
htree_levels = 1
clock_latency_ns = 0.24
cts-root-buf = clkbuf_4
cts_tree = done
path_clk_slew_ns = 0.05
clk_path_buf_depth = 2
cts.sinks = 8
cts_buffers = 3

[routing]
antenna_cells = 0
drtIter0Drc = 6
drc = 0
routed_wirelength_um = 867
vias_per_cell = 2.67
ant_nets = 0
firstDrtPassIters = 2
avgRoutedWirePerCell_um = 9.32
vias = 248

[setup_path]
reg2reg_from = q[0]$_SDFFE_PP0P_
endpoint_kind = primary output
crit_slowest_cell = dfxtp_2
r2r_cells = 3
crit_family = flip-flops
crit_fanout = 2
rrSetupSlack_ns = 0.25
arrival_ns = 0.74
cp_num_buf_inv = 1
critPathMaxStageDelay_ns = 0.33
rr_endpoint = q[0]$_SDFFE_PP0P_
crit_type = flip-flop to primary output
crit_chain = clkdlybuf4s15_1
crit_required_ns = 0.80
critPathLaunch = q[1]$_SDFFE_PP0P_
startpoint_type = flip-flop

[cells_and_area]
drive_above_1_share_pct = 29.8
layout.cells.most_common = clkdlybuf4s50_1
syn2layout_area_growth_pct = 101
fin_cells = 93
regMostFlops = q
top_regs = q (8)
largest_register_ffs = 8
most-common-layout-cells = clkdlybuf4s50_1, nor2_1, clkdlybuf4s15_1, dfxtp_2, mux2i_1

[job]
max-cap-violations = 0
warnings = 25

[placement]
port_buffers = 18
place_congestion = 0.664
post-place-ws_ns = -0.218
numPlacedInstances = 89

[power_and_ir_drop]
leakage_nw = 0.242
p_per_area_nw_per_um2 = 1210
worst_ir_drop_vdd_mv = 0.234

metal layers:
layer,vias up,share of wire [%],track usage (%)
met5,-,0,0
met4,0,0.58,0.704
met3,2,4.0,1.14
met2,2,65,5.54
met1,117,30,1.94
li1,127,-,-
cells in the mapped netlist:
cell type	instances
mux2i_1	8
dfxtp_1	8
buf_1	1
buf_6	1
nor2_1	8
power breakdown:
group          internal (mW)  switching [mW]  total (mW)
combinational         0.0851          0.0339       0.119
clock                  0.136          0.0903       0.226
sequential             0.343         0.00979       0.352
total                  0.564           0.134       0.698
kinds of logic (layout without fill, tap and decap cells):
kind of cell | count (synthesis) | after routing | share of synthesized area [%]
buf+inv | 2 | 23 | 5.26
flops | 8 | 8 | 56.1
mux | 8 | 8 | 28.1
simple gates | 8 | 8 | 10.5
per-stage QoR:
| stage | util (%) | TNS [ns] | total power, mW | hold slack [ns] | instance area [um2] |
|---|---|---|---|---|---|
| 2_1_floorplan | - | 0 | 0.389 | 0.347 | 285 |
| 3_3_place_gp | 15.5 | -1.61 | 0.477 | 0.488 | 528 |
| 3_5_place_dp | 15.5 | -1.66 | 0.479 | 0.495 | 528 |
| 4_1_cts | 16.3 | 0 | 0.708 | 0.489 | 558 |
| 5_1_grt | 16.8 | 0 | 0.743 | 0.436 | 574 |
| 6_report | 16.8 | 0 | 0.698 | 0.416 | 574 |
how the worst max path moves through the flow:
stage,end,cells past startpoint,slack [ns]
after CTS,q[0],1,0.0001
after global routing,q[4],1,0.01
final,q[1],1,0.06
repair_timing:
action / CTS / global route
cloned: 0 / 0
pin swaps: 0 / 0
resized: 22 / 4
buffers inserted: 0 / 1
endpoints found under the setup margin: 8 / 7
layout make-up:
| cell class | instances | area (um2) |
|---|---|---|
| clock buffers | 3 | 22.5 |
| well taps | 46 | 57.6 |
| fillers | 383 | 2840 |
| repair buffers | 20 | 210 |
| multi-input cells | 16 | 114 |
| flip-flops and latches | 8 | 170 |
Power and IR drop assume default switching activity.
