--- ./run.sh ---
#!/bin/bash
# OpenROAD 26Q1-2900-gdf79404cd8, Yosys 0.63+post, stock flow scripts
make -C /OpenROAD-flow-scripts/flow DESIGN_CONFIG=/design/flow/config.mk WORK_HOME=/design/flow/orfs finish
--- ./config.mk ---
export PLATFORM = sky130hd
export DESIGN_NAME = dp_bram
export DESIGN_NICKNAME = dp_bram
export VERILOG_FILES = /design/flow/design.v
export SDC_FILE = /design/flow/constraint.sdc
export NUM_CORES = 4
export LEC_CHECK = 1
export CORE_UTILIZATION = 40
export SYNTH_MEMORY_MAX_BITS = 65536
--- ./constraint.sdc ---
current_design dp_bram

set clk_period 39.3
set clk_io_pct 0.2

create_clock -name clk0 -period $clk_period [get_ports {clk}]

set non_clock_inputs [all_inputs -no_clocks]
set_input_delay [expr $clk_period * $clk_io_pct] -clock clk0 $non_clock_inputs
set_output_delay [expr $clk_period * $clk_io_pct] -clock clk0 [all_outputs]
--- ./design.v ---
package attrs;
	localparam int N_CORES = 12;
	localparam int CORE_ID_WIDTH = $clog2(N_CORES);
	localparam int CORE_WORD_WIDTH = 24;
	localparam int IR_WIDTH = 16;
	localparam int OPCODE_WIDTH = 4;
	localparam int N_REGS = 16;
	localparam int REG_ADDR_WIDTH = $clog2(N_REGS);
	localparam int ALU_OP_WIDTH = 3;
	localparam int ROM_DEPTH = 2048;
	localparam int ROM_ADDR_WIDTH = $clog2(ROM_DEPTH);
	localparam int VRAM_WIDTH = 8;
	localparam int VRAM_DEPTH = 320 * 240;
	localparam int VRAM_ADDR_WIDTH = $clog2(VRAM_DEPTH);
	localparam int FB_WIDTH = 64;
	localparam int FB_DEPTH = VRAM_DEPTH * VRAM_WIDTH / FB_WIDTH;
	localparam int FB_ADDR_WIDTH = $clog2(FB_DEPTH);
	typedef logic[CORE_ID_WIDTH-1:0] core_id_t;
	typedef logic[CORE_WORD_WIDTH-1:0] core_word_t;
	typedef logic[REG_ADDR_WIDTH-1:0] reg_addr_t;
	typedef logic[IR_WIDTH-1:0] ir_word_t;
	typedef logic[ROM_ADDR_WIDTH-1:0] rom_addr_t;
	typedef logic[VRAM_WIDTH-1:0] vram_word_t;
	typedef logic[VRAM_ADDR_WIDTH-1:0] vram_addr_t;
	typedef logic[FB_WIDTH-1:0] fb_word_t;
	typedef logic[FB_ADDR_WIDTH-1:0] fb_addr_t;
endpackage
module dp_bram #(
	parameter int WIDTH = 8,
	parameter int DEPTH = 1024,
	localparam int ADDR_WIDTH = $clog2(DEPTH)
)(
	input logic clk,
	input logic ena,
	input logic wa,
	input logic [ADDR_WIDTH-1:0] addra,
	input logic [WIDTH-1:0] d_ina,
	output logic [WIDTH-1:0] d_outa,
	output logic readya,
	input logic enb,
	input logic wb,
	input logic [ADDR_WIDTH-1:0] addrb,
	input logic [WIDTH-1:0] d_inb,
	output logic [WIDTH-1:0] d_outb,
	output logic readyb
);
	(* ram_style = "block" *)
	logic [WIDTH-1:0] data [DEPTH];
	always_ff @(posedge clk) begin
		if (ena) begin
			if (wa) data[addra] <= d_ina;
			d_outa <= data[addra];
		end
		readya <= ena;
	end
	always_ff @(posedge clk) begin
		if (enb) begin
			if (wb) data[addrb] <= d_inb;
			d_outb <= data[addrb];
		end
		readyb <= enb;
	end
endmodule
module sp_bram #(
	parameter int WIDTH = 8,
	parameter int DEPTH = 1024,
	localparam int ADDR_WIDTH = $clog2(DEPTH)
)(
	input logic clk,
	input logic ena, wa,
	input logic [ADDR_WIDTH-1:0] addra,
	input logic [WIDTH-1:0] d_ina,
	output logic [WIDTH-1:0] d_outa,
	output logic readya
);
	(* ram_style = "block" *)
	logic [WIDTH-1:0] data [DEPTH];
	always_ff @(posedge clk) begin
		if (ena) begin
			if (wa) data[addra] <= d_ina;
			d_outa <= data[addra];
		end
		readya <= ena;
	end
endmodule
==> flow.log <==
[flow] summary of implementation run
[metrics] result of the run: complete, but fails checks
[metrics] violated checks: antenna violations, max-capacitance violations, max-slew violations
[metrics] detailed-routing iteration count for the pre-antenna-repair pass: 8
[metrics] detailed-route via count: 360,000
[metrics] clock insertion delay at the later pin of the skew report: 1.29 ns
[metrics] Post CTS Setup Buffer Count: 0
[metrics] clock tree from TritonCTS: built
[metrics] Final Slew Violations: 16
[metrics] maximum ir drop on the vdd rail: 0.0481 mV
[metrics] final core occ: 44.8%
[metrics] worst path arrival time: 18.54 ns
[metrics] starting DRC count in detailed routing: 32,000
[metrics] power density relative to cell area: 38.4 nW/um2
[metrics] Final Hold Viols: 0
[metrics] Worst Path Max Fanout: 74
[metrics] share of total power in combinational logic: 11.3%
[metrics] number of standard cells in the final layout excluding fillers: 53,400
[metrics] Post-Synth Simple-Gate Area: 3.43%
[metrics] buffers added on ports: 58
[metrics] final critical path time including I/O delays and setup: 17.54 ns
[metrics] post-synthesis share of cell area spent on full adders, half adders and majority gates: 0%
[metrics] number of cells in Yosys stat: 36,200
[metrics] largest net degree at the start of global routing: 90
[metrics] P_int: 15.5 mW
[metrics] setup violators final: 0
[metrics] clk root buf: sky130_fd_sc_hd__clkbuf_16
[metrics] endpoint kind of the worst setup timing path: flip-flop
[metrics] number of global-route vias before repair: 362,000
[metrics] global-route wire length before repair: 3,300,000 um
[metrics] overall power after layout: 21.0 mW
[metrics] Static Leakage: 187 nW
[metrics] total of cells resized after clock tree synthesis: 0
[metrics] distinct cell type count of the synthesized netlist: 76
[metrics] worst hold slack after final layout: 1.15 ns
[metrics] global-route usage over all layers: 42.6%
[metrics] tally of OpenROAD warnings: 30
[metrics] die area: 1,230,000 um2
[metrics] AND-OR/OR-AND Cells, Area Fraction: 6.46%
[metrics] worst setup path category: in2reg
[metrics] synthesized instance count: 36,200
[metrics] Max-slew headroom: -7.70%
[metrics] netlist area before placement: 490,000 um2
[metrics] Setup WS pre-CTS: 20.76 ns
[metrics] ratio of cells with drive above 1 in the final layout: 38.2%
[metrics] DPL Wire Length: 1,730,000 um
[metrics] Placeable Area: 1,220,000 um2
[metrics] mux share of post-synthesis cell area: 36.2%
[metrics] flops out of synthesis: 8,210
[metrics] xor-xnor portion of the synthesized cell area: 0%
[metrics] total number of yosys warnings: 1
[metrics] RR Endpoint: d_outb[3]$_DFFE_PP_
[metrics] asr flop ratio synth: 0%
[metrics] fraction of the core area occupied by cells at floorplan: 40.1%
[metrics] clock sink count: 8,210
[metrics] Routed Antenna Nets: 1
[metrics] f_max: 0.0570 GHz
[metrics] standard-cell rows: 406
[metrics] number of buffers created by CTS: 953
[metrics] dominant non-sequential cell family after synthesis: multiplexers
[metrics] yosys synthesis chip area: 490,000 um2
[metrics] placed cell areas: 514,000 um2
[metrics] switching power share of the total: 26.3%
[metrics] dominant synthesized flop cell: sky130_fd_sc_hd__edfxtp_1
[metrics] DRC Markers: 0
[metrics] setup repair after global routing missed its margin: no
[metrics] Placed Instances: 50,900
[metrics] start of the worst register-to-register path: data[179][3]$_DFFE_PP_
[metrics] Setup crit start kind: input port
[metrics] CTS HTree Levels: 6
[metrics] transition time of the tightest slew-check pin: 1.61 ns
[metrics] total net switching power: 5.53 mW
[metrics] register-to-register path setup slack: 34.07 ns
[metrics] antenna violations before repair: 354
[metrics] required time of the worst setup path: 40.30 ns
[metrics] sequential share of power: 46.0%
[metrics] die y size: 1110 um
[metrics] number of synthesized flops with an enable pin: 8,208
[metrics] maximum buffer depth of the clock tree: 5
[metrics] start point of the critical path: addrb[1]
[metrics] die width: 1110 um
[metrics] detail-routed net length per standard cell: 46.9 um
[metrics] overall routed net length: 2,500,000 um
[metrics] synthesized area per cell: 13.5 um2
[metrics] final-layout setup total negative slack: 0 ns
[metrics] Post-Route Skew: 0.0963 ns
[metrics] Period Utilization, post-route: 44.6%
[metrics] global route total overflow: 0
[metrics] fin worst setup slack: 21.76 ns
[metrics] Worst setup endpoint: d_outb[4]$_DFFE_PP_
[metrics] IO Pins: 59
[metrics] Clock Power Share: 42.7%
[metrics] final standard cell area without fillers: 547,000 um2
[metrics] Avg Vias per Cell: 6.74
[metrics] clock transition at the registers of the reported paths: 0.06 ns
[metrics] Max Cap Viol: 2
[metrics] Reg2Reg Depth: 8
[metrics] Synth-to-Final Area Change: 11.6%
[metrics] final weighted congestion of routability-driven global placement: 1.07
[metrics] sequential element share of the synthesized area: 50.3%
[metrics] hold bufs inserted after CTS: 0
[metrics] worst min path class: reg2reg
-- cells in the mapped netlist (42+ instances only) --
cell type,number,area share (%)
sky130_fd_sc_hd__a211oi_1,120,0.18
sky130_fd_sc_hd__nor2_2,610,0.78
sky130_fd_sc_hd__nor4_1,399,0.51
sky130_fd_sc_hd__buf_2,992,1.0
sky130_fd_sc_hd__buf_4,91,0.14
sky130_fd_sc_hd__a41oi_1,42,0.075
sky130_fd_sc_hd__nor2_1,940,0.72
sky130_fd_sc_hd__o2111ai_1,115,0.21
sky130_fd_sc_hd__nand2_1,618,0.47
sky130_fd_sc_hd__a22o_1,51,0.091
sky130_fd_sc_hd__nor3_1,317,0.32
sky130_fd_sc_hd__nand3_1,155,0.16
sky130_fd_sc_hd__mux4_2,937,4.3
sky130_fd_sc_hd__a22oi_1,209,0.32
sky130_fd_sc_hd__mux2i_1,6376,13
sky130_fd_sc_hd__buf_1,297,0.23
sky130_fd_sc_hd__nand4_1,105,0.13
sky130_fd_sc_hd__clkbuf_1,2765,2.1
sky130_fd_sc_hd__a31oi_1,121,0.15
sky130_fd_sc_hd__mux2_2,8228,19
sky130_fd_sc_hd__o21ai_0,631,0.64
sky130_fd_sc_hd__edfxtp_1,8208,50
sky130_fd_sc_hd__o22ai_1,3464,4.4
sky130_fd_sc_hd__o22a_1,78,0.14
-- cells by family after synthesis --
family                 Yosys count
muxes                        15500
DFF                           8210
AOI/OAI and AO/OA             4961
buffers and inverters         4175
and+or+nand+nor               3335
-- worst min-delay path by stage --
| stage | startpoint | endpoint | slack (ns) | cells past startpoint |
|---|---|---|---|---|
| final | data[812][1]$_DFFE_PP_ | d_outb[1]$_DFFE_PP_ | 1.15 | 6 |
| after global routing | data[812][1]$_DFFE_PP_ | d_outb[1]$_DFFE_PP_ | 1.18 | 6 |
| after CTS | data[812][1]$_DFFE_PP_ | d_outb[1]$_DFFE_PP_ | 1.15 | 6 |
-- worst max-delay path, stage by stage --
cell                      delay, ns
sky130_fd_sc_hd__buf_16        0.29
sky130_fd_sc_hd__buf_4         0.63
sky130_fd_sc_hd__buf_4         0.71
sky130_fd_sc_hd__buf_4         0.63
sky130_fd_sc_hd__buf_12        0.49
sky130_fd_sc_hd__buf_4         0.61
sky130_fd_sc_hd__buf_4         0.59
sky130_fd_sc_hd__buf_4         0.59
sky130_fd_sc_hd__buf_4         0.61
sky130_fd_sc_hd__buf_4         0.71
sky130_fd_sc_hd__buf_4         0.68
sky130_fd_sc_hd__buf_4         0.71
sky130_fd_sc_hd__mux2i_1       0.33
sky130_fd_sc_hd__o22ai_1       0.17
sky130_fd_sc_hd__nor4_1        0.69
sky130_fd_sc_hd__a31oi_1       0.49
sky130_fd_sc_hd__o21ai_0       0.39
sky130_fd_sc_hd__buf_4         0.25
sky130_fd_sc_hd__nand4_1       0.09
sky130_fd_sc_hd__or4b_1        0.53
-- power by group through the flow --
| stage | registers [mW] | clock network (mW) | logic, mW |
|---|---|---|---|
| after CTS | 9.65 | 9.01 | 2.28 |
| after global routing | 9.65 | 9.31 | 2.39 |
| final | 9.65 | 8.97 | 2.38 |
-- routing by layer --
| layer | global-route usage (%) | share of wire (%) | vias up |
|---|---|---|---|
| li1 | - | - | 144000 |
| met1 | 47.9 | 32 | 184000 |
| met2 | 55.4 | 41 | 25700 |
| met3 | 31.8 | 18 | 6457 |
| met4 | 30.3 | 8.4 | 272 |
| met5 | 5.24 | 0.29 | - |
-- layout make-up --
type / instances / area [um2]
antenna: 789 / 1970
clock buffer: 1152 / 24800
clock inverter: 589 / 5680
fill: 108000 / 675000
inverter: 5 / 28.8
multi-input combinational: 23800 / 228000
sequential: 8210 / 247000
tap: 16300 / 20400
timing repair buffer: 2525 / 19900
-- cells in the final DEF (no fill, tap or decap), types with 23 or more instances in the layout --
cell type                    synthesis  final
sky130_fd_sc_hd__clkbuf_16           0    961
sky130_fd_sc_hd__mux4_2            937    937
sky130_fd_sc_hd__buf_4              91   2413
sky130_fd_sc_hd__a31oi_1           121    114
sky130_fd_sc_hd__o22a_1             78     78
sky130_fd_sc_hd__o2111ai_1         115    114
sky130_fd_sc_hd__nor2_1            940    911
sky130_fd_sc_hd__buf_12              0     56
sky130_fd_sc_hd__clkinv_2            0    173
sky130_fd_sc_hd__nand2_2             9     23
sky130_fd_sc_hd__mux2_2           8228   8228
sky130_fd_sc_hd__bufinv_16           0     88
sky130_fd_sc_hd__a211oi_1          120    120
sky130_fd_sc_hd__o211ai_1           27     27
sky130_fd_sc_hd__clkinv_1            0    225
sky130_fd_sc_hd__nand2_4             0     56
sky130_fd_sc_hd__o22ai_1          3464   3464
sky130_fd_sc_hd__edfxtp_1         8208   8208
sky130_fd_sc_hd__o21ai_0           631    614
sky130_fd_sc_hd__a22o_1             51     51
sky130_fd_sc_hd__nand3_1           155    151
sky130_fd_sc_hd__mux2i_1          6376   6376
sky130_fd_sc_hd__a22oi_1           209    209
sky130_fd_sc_hd__a41oi_1            42     42
sky130_fd_sc_hd__clkinvlp_4          0     48
sky130_fd_sc_hd__clkbuf_1         2765    188
sky130_fd_sc_hd__diode_2             0    789
sky130_fd_sc_hd__nand2_1           618    539
sky130_fd_sc_hd__nor4_1            399    398
sky130_fd_sc_hd__nor2_4             41     60
sky130_fd_sc_hd__nor2_2            610    620
sky130_fd_sc_hd__nor3_1            317    311
sky130_fd_sc_hd__nand4_1           105    105
-- state kept, by name, indices dropped and copies added (netlist names) --
signal / count
readyb: 1
readya: 1
data: 8192
d_outb: 8
d_outa: 8
Power figures rest on the tool's default switching activity, not on a simulated workload.
